--- flow/design.v ---
`timescale 1ns / 1ps
module SeqDetection(clk,P1,Reset,ps,O8,O7,O6,O5,O4,O3,O2,O1,A,F,B);
output reg O8,O7,O6,O5,O4,O3,O2,O1;
output reg [3:0] ps;
output reg [3:0] A;
output reg F;
input clk,P1,Reset;
input [3:0] B;
reg [3:0] H;
reg G1,G2,G3,G4,G5,G6,G7,G8,Y;
reg [3:0] ns;
parameter s0=4'b0000,s1=4'b0001,s2=4'b0010,s3=4'b0011,s4=4'b0100,s5=4'b0101,s6=4'b0110,s7=4'b0111,s8=4'b1000;
initial A=0;
initial ps=s0;
initial O1=0;
initial O2=0;
initial O3=0;
initial O4=0;
initial O5=0;
initial O6=0;
initial O7=0;
initial O8=0;
always@(posedge clk)
begin
ps=ns;
end
always@(*)
begin
G1=0;
G2=0;
G3=0;
G4=0;
G5=0;
G6=0;
G7=0;
G8=0;
F=0;
case(ps)
s0:
begin
ns=s1;
G1=1;
end
s1:
begin
ns=s2;
G2=1;
end
s2:
begin
ns=s3;
G3=1;
end
s3:
begin
ns=s4;
G4=1;
end
s4:
begin
ns=s5;
G5=1;
end
s5:
begin
ns=s6;
G6=1;
end
s6:
begin
ns=s7;
G7=1;
end
s7:
begin
ns=s8;
G8=1;
end
s8:
begin
ns=s0;
F=1;
end
endcase
end
always@(posedge clk)
begin
if(F==1)
begin
A=0;
O1=0;
O2=0;
O3=0;
O4=0;
O5=0;
O6=0;
O7=0;
O8=0;
end
if(G1==1)
begin
if(P1==1)
begin
Y=1;
H={1'b0,1'b0,1'b0,Y};
A=A|H;
end
if(A==B)
begin
O8=1;
end
A=A<<1;
end
if(G2==1)
begin
if(P1==1)
begin
Y=1;
H={1'b0,1'b0,1'b0,Y};
A=A|H;
end
if(A==B)
begin
O7=1;
end
A=A<<1;
end
if(G3==1)
begin
if(P1==1)
begin
Y=1;
H={1'b0,1'b0,1'b0,Y};
A=A|H;
end
if(A==B)
begin
O6=1;
end
A=A<<1;
end
if(G4==1)
begin
if(P1==1)
begin
Y=1;
H={1'b0,1'b0,1'b0,Y};
A=A|H;
end
if(A==B)
begin
O5=1;
end
A=A<<1;
end
if(G5==1)
begin
if(P1==1)
begin
Y=1;
H={1'b0,1'b0,1'b0,Y};
A=A|H;
end
if(A==B)
begin
O4=1;
end
A=A<<1;
end
if(G6==1)
begin
if(P1==1)
begin
Y=1;
H={1'b0,1'b0,1'b0,Y};
A=A|H;
end
if(A==B)
begin
O3=1;
end
A=A<<1;
end
if(G7==1)
begin
if(P1==1)
begin
Y=1;
H={1'b0,1'b0,1'b0,Y};
A=A|H;
end
if(A==B)
begin
O2=1;
end
A=A<<1;
end
if(G8==1)
begin
if(P1==1)
begin
Y=1;
H={1'b0,1'b0,1'b0,Y};
A=A|H;
end
if(A==B)
begin
O1=1;
end
A=A<<1;
end
end
endmodule
--- flow/constraint.sdc ---
current_design SeqDetection

set clk_period 5.1
set clk_io_pct 0.2

create_clock -name clk0 -period $clk_period [get_ports {clk}]

set non_clock_inputs [all_inputs -no_clocks]
set_input_delay [expr $clk_period * $clk_io_pct] -clock clk0 $non_clock_inputs
set_output_delay [expr $clk_period * $clk_io_pct] -clock clk0 [all_outputs]
--- flow/run.sh ---
#!/bin/bash
# OpenROAD 26Q1-2900-gdf79404cd8, Yosys 0.63+post, stock flow scripts
make -C /OpenROAD-flow-scripts/flow DESIGN_CONFIG=/design/flow/config.mk WORK_HOME=/design/flow/orfs finish
--- flow/config.mk ---
export PLATFORM = sky130hd
export DESIGN_NAME = SeqDetection
export DESIGN_NICKNAME = SeqDetection
export VERILOG_FILES = /design/flow/design.v
export SDC_FILE = /design/flow/constraint.sdc
export NUM_CORES = 4
export LEC_CHECK = 1
export CORE_AREA = 10 10 99 99
export DIE_AREA = 0 0 109 109
==> impl_metrics.py <==
# Generated from Yosys and OpenROAD reports
metrics = {
    "run_status": {
        "status": "completed",
    },
    "clock_network": {
        "cts_setup_buffers": 0,
        "h-tree-depth": 1,
        "cts_tree": "yes",
        "clkTransAtPathRegs_ns": 0.07,
        "clk-insertion-delay-late_ns": 0.25,
        "cts-root-buf": "clkbuf_8",
        "clock_path_buffers": 2,
        "postCtsHoldBufs": 0,
        "numCtsBuffers": 3,
        "post_cts_resized": 0,
    },
    "floorplanning": {
        "dieWidth_um": 109,
        "fp_util_pct": 18.1,
        "core_um2": 7730,
        "die_height_um": 109,
        "chipArea_um2": 11900,
        "io_pins": 24,
        "rows": 32,
    },
    "route": {
        "n_antenna_cell": 0,
        "vias": 1304,
        "drtIter0Drc": 101,
        "via_per_inst": 4.58,
        "drt_wl_total_mm": 4.06,
        "postRouteAntennaNets": 0,
        "post-route-drc-count": 0,
        "wl_per_cell_um": 14.2,
        "first_pass_iters": 4,
    },
    "finish": {
        "area.combinational_um2": 913,
        "final_core_util_pct": 22.1,
        "drive_gt1_share_pct": 7.65,
        "fill_cells": 832,
        "area_growth_pct": 22.2,
        "regArea_um2": 380,
    },
    "synth": {
        "ff_type": "dfxtp_1",
        "ys_chip_area_um2": 1400,
        "ys_cells": 175,
        "synthArstFlopShare_pct": 0,
        "synthesis.area_um2": 1400,
        "ys_ff": 20,
        "synth_area_per_cell_um2": 7.97,
        "synthDistinctLibCells": 49,
        "yosys_warnings": 1,
        "syn_inst": 175,
        "edf_count": 0,
    },
    "job": {
        "log.warning_count": 26,
        "maxCapViolCount": 0,
    },
    "final_timing": {
        "relSlewSlack_pct": 46.6,
        "period_minus_slack_ns": 3.17,
        "finalCritPeriodShare_pct": 62.3,
        "finalHoldViolations": 0,
        "fin_skew_ns": 0.00888,
        "setup_tns_ns": 0,
        "setup_viol": 0,
        "untimed_endpoints": 8,
        "rsz0062_at_grt": "false",
        "fmax_mhz": 315,
        "unclocked_pins": 4,
        "worst_slew_pin_slew_ns": 0.800,
        "fin_ws_ns": 1.93,
        "maxSlewViolCount": 0,
    },
    "place": {
        "gp_congestion": 0.816,
        "portBuffers": 22,
        "dp_slack_ns": 2.20,
        "post-dp-hpwl_mm": 2.82,
    },
    "worst_hold_path": {
        "hold_path_class": "flip-flop to flip-flop",
        "holdPathStages": 2,
    },
    "worst_setup_path": {
        "cp_cell_sequence": "or4b_4 -> inv_2 -> clkdlybuf4s50_1",
        "critPathCaptureType": "output pin",
        "slowest_delay_ns": 0.75,
        "crit_type": "flip-flop to output pin",
        "critPathSlowestCell": "or4b_4",
        "start_kind": "flip-flop",
        "ff2ff_path_depth": 5,
        "crit_path_max_fanout": 22,
        "required_ns": 4.08,
        "critical_path_arrival_ns": 2.15,
    },
    "global_route": {
        "grt_max_degree": 28,
        "grt_usage_pct": 6.68,
        "antenna_found_initial": 0,
        "grt_pass1_vias": 1196,
        "grt_pass1_wl_mm": 6.48,
        "grt-ovfl-total": 0,
    },
    "pwr": {
        "p_leak_uw": 0.000519,
        "vdd_drop_max_v": 0.0000397,
        "power_density_nw_per_um2": 148,
    },
}
layout by cell type, fill, tap and decap left out, types with 4 or more instances in the layout:
master	Yosys	routed
dfxtp_1	16	16
nand4_1	4	4
xor2_1	8	8
a22oi_1	4	4
o21ai_1	7	7
dlxtn_1	4	4
nor2_1	12	12
mux2i_1	4	4
nand2_1	12	12
o21ai_0	5	5
clkdlybuf4s50_1	0	22
xnor2_1	17	17
a21oi_1	13	13
or3_1	6	6
cell usage after synthesis (all sizes together) (3+ instances only):
library cell | n | area, µm²
inv | 4 | 15.0
xnor2 | 17 | 149
mux2i | 4 | 40.0
o41ai | 3 | 26.3
or3 | 6 | 37.5
o21ai | 13 | 68.8
nand4 | 4 | 25.0
dlxtn | 4 | 60.1
nor2 | 13 | 51.3
a22oi | 4 | 30.0
nor2b | 3 | 18.8
buf | 12 | 63.8
a21oi | 13 | 65.1
dfxtp | 16 | 320
xor2 | 8 | 70.1
clkbuf | 6 | 22.5
nand2 | 12 | 45.0
stage by stage:
stage,std cells,hold WS (ns),power (µW),area (µm²)
after floorplan,175,0.396,148,1400
after global placement,282,0.442,157,1660
after detailed placement,282,0.442,157,1660
after CTS,285,0.464,257,1710
after global routing,285,0.482,265,1710
final,285,0.455,253,1710
flip-flops by register name, summed over array words and instances, names as in the netlist:
| signal | cells |
|---|---|
| O8 | 1 |
| O2 | 1 |
| A | 4 |
| ps | 4 |
| O5 | 1 |
| O3 | 1 |
| O1 | 1 |
| ns | 4 |
| O7 | 1 |
| O6 | 1 |
| O4 | 1 |
routing by layer:
metal	track usage [%]	vias up	wire (µm)
met2	10.2	47	1740
met4	0.565	0	19
met3	1.67	2	341
li1	-	640	-
met5	0	-	0
met1	9.64	615	1960
worst max-delay path: cells and delay by family, from the launching register on:
kind	cells	cell delay [ns]
and+or+nand+nor	1	0.75
buffers and inverters	2	0.58
DFF	1	0.56
worst paths after layout:
path	slack [ns]	from	end
worst min-delay path	0.46	O6	O6
worst max register to register	2.77	ps[1]	O3
worst min register to register	0.46	O6	O6
worst max-delay path	1.93	ps[1]	F
logic make-up after synthesis:
group                      synth area share (%)
AOI/OAI and AO/OA                          24.5
xor gates and xnor gates                   15.7
adders and majority gates                 0.718
buffers and inverters                      7.26
DFF                                        23.0
latches                                    4.31
muxes                                      4.48
and+or+nand+nor                            20.1
power by group:
part / internal (µW) / total, µW / switching, µW / leakage [µW]
clock: 52.4 / 98.5 / 46.0 / 0.0000216
sequential: 125 / 126 / 0.217 / 0.000160
combinational: 13.6 / 28.5 / 14.9 / 0.000337
cell type report:
| class | count | share of cell area [%] |
|---|---|---|
| multi-input combinational | 133 | 53.6 |
| sequential | 20 | 22.3 |
| inverter | 4 | 0.880 |
| timing repair buffer | 23 | 13.4 |
| clock buffer | 3 | 2.42 |
| tap | 102 | 7.48 |
Power and IR drop assume default switching activity.
