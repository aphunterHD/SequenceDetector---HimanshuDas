===== run.sh =====
#!/bin/bash
# OpenROAD 26Q1-2900-gdf79404cd8, Yosys 0.63+post, stock flow scripts
make -C /OpenROAD-flow-scripts/flow DESIGN_CONFIG=/design/flow/config.mk WORK_HOME=/design/flow/orfs finish

===== config.mk =====
export PLATFORM = sky130hd
export DESIGN_NAME = ClkDiv
export DESIGN_NICKNAME = ClkDiv
export VERILOG_FILES = /design/flow/design.v
export SDC_FILE = /design/flow/constraint.sdc
export NUM_CORES = 4
export LEC_CHECK = 1
export CORE_AREA = 10 10 80 80
export DIE_AREA = 0 0 90 90

===== constraint.sdc =====
current_design ClkDiv

set clk_period 2.8
set clk_io_pct 0.2

create_clock -name clk0 -period $clk_period [get_ports {mclk}]

set non_clock_inputs [all_inputs -no_clocks]
set_input_delay [expr $clk_period * $clk_io_pct] -clock clk0 $non_clock_inputs
set_output_delay [expr $clk_period * $clk_io_pct] -clock clk0 [all_outputs]

===== design.v =====
`timescale 1ns / 1ps
module ClkDiv(
    input mclk,
    input Reset,
    output clk190
    );
    reg [18:0] clk_div;
    always@(posedge mclk,posedge Reset)
    begin
    if(Reset==1)
    clk_div=0;
    else
    clk_div=clk_div+1;
    end
    assign clk190=clk_div[18];
endmodule

==> run notes <==
impl run done, here's what came out: status finished clean, largest net degree at the start of global routing 20, pre-CTS setup slack between 1 and 1.5 ns, Fin. Hold Viols 0, flip-flops with a built-in enable 0, clock skew 0.001251 ns, TritonRoute pass-1 iters 3, Main logic family simple AND/OR/NAND/NOR gates, I/O Pins 3, cells after synthesis 67, yosys aoi share 0%, Multiplexer share 0%, RSZ-0062 raised after global routing no, die width ~90 um, Synth Warn # 1, placed cells 136, Max Fanout on Critical Path 2, hold slack between 0.4 and 0.5 ns, critical path, cell by cell clkdlybuf4s50_1, cycle use final 58.62%, leakage power approximately 0.45 nW, area grow syn2layout 17.98%, measured slew at the worst slew-check pin 0.6878 ns, Comb pwr share under 10%, Top Family by Delay on Critical Path buffers and inverters, Cell Area, Synth approximately 830 sq um, DR WL/cell between 8 and 9 um, Worst-path clk slew 0.06 ns, xor/xnor share 17.98%, vias in the first global route around 470, first-pass GRT wire length around 2200 um, Psw roughly 85 uW, CTS root buffer clkbuf_8, Die Y-Extent 90 um, CP max-delay cell clkdlybuf4s50_1, Setup CP Type reg -> out, max reg flops 19, Final Util roughly a fifth, Site Rows 25, asr flop ratio synth 100.0%, post-CTS sizing 0, setup ws final approximately 1.2 ns, worst hold-check path type reg -> reg, Comb area around 350 sq um, Final Setup Violations 0, Synth Flop Type dfrtp_1, vias roughly 460, antenna-violating nets left 0, initial antenna violation count 0, Slew Limit Fails 0, Peak VDD IR around 140 uV, GR Overflow Total 0, area share, top type a little under three fifths, die area 8100 sq um, Simple-Gate Fraction of Synth Area between 20% and 30%, CP required between 2 and 2.5 ns, ANT cells 0, hold depth 1, port bufs 2, cells on worst reg2reg path 5, clk sinks 19, Distinct lib cells used 18, relative slew slack between 50% and 60%, Syn Area/Cell around 12 sq um, Max-Cap Viols 0, DRC viols 0, layout cell share with drive strength beyond 1 about a tenth, cts bufs inserted 3, drt via density 3.314, buffer and inverter count on the worst path 1, Seq/Total Area, Yosys roughly 57%, CP Capture Type output port, Adders+Majority by Area about 1.5%, CP Depth 1, Pwr per Cell Area 472.2 nW/um^2, Detailed Place HPWL 885.4 um, CTS tree yes, critical path launch point type flop, Bufs on Longest Clock Path 2, Post-Route WL 1227 um, Yosys chip area 828.3 sq um, non-filler cells in the finished layout roughly 140, Reg power frac 59.5%, Pint roughly 380 uW, cell taking the most area after synthesis dfrtp_1, Tmin final about 1.6 ns, initial DRC count 38, Late-Pin Clk Latency approximately 0.25 ns, Final GP Congestion between 0.7 and 0.8, Starting Density roughly 18%, GRT Total Usage under 10%, tool warning count 25, Net Sw Frac about 18%, H-tree levels 1, ys cells approximately 67, Clock power frac 39.1%, core area between 4000 and 5000 sq um, Synth Register Bits 19, CP max stage delay between 0.4 and 0.5 ns, crit path DAT around 1.1 ns, top post-synthesis cells by count 19 x dfrtp_1, 11 x xnor2_1, 6 x nand2_1, 6 x xor2_1, 5 x nand3_1, Post-CTS Setup Inserts 0, # fillers roughly 500, top cells by area dfrtp_1 57%, xnor2_1 12%, xor2_1 6.3%, nand3_1 3.0%, nand2_1 2.7%, Yosys top cell by instances dfrtp_1, TNS Setup 0 ns, Max Freq 0.6093 GHz, cts hold-fix bufs 0, storage element area 475.5 sq um
## layer usage
| layer | vias up | part of all wire (%) | GRT usage, % |
|---|---|---|---|
| li1 | 236 | - | - |
| met1 | 224 | 52 | 4.260 |
| met2 | 2 | 44 | 4.600 |
| met3 | 2 | 3.4 | 1.006 |
| met4 | 0 | 0.98 | 0.6631 |
| met5 | - | 0 | 0 |
## stage by stage
step | power [mW] | area [sq um]
2_1_floorplan | 0.2837 | 828.3
3_3_place_gp | 0.2862 | 932.1
3_5_place_dp | 0.2866 | 932.1
4_1_cts | 0.4694 | 977.2
5_1_grt | 0.4830 | 977.2
6_report | 0.4614 | 977.2
## layout by cell type (no fill, tap or decap), types with 2 or more instances in the layout
cell type / n
and3_1: 2
clkbuf_8: 3
clkdlybuf4s50_1: 2
dfrtp_1: 19
inv_1: 2
nand2_1: 6
nand3_1: 5
nand4_1: 2
nor2_1: 4
nor3_1: 2
xnor2_1: 11
xor2_1: 6
## layout make-up
| cell class | count | area share [%] |
|---|---|---|
| repair buffers | 2 | 2.049 |
| clock buffers | 4 | 4.609 |
| inverters | 2 | 0.7682 |
| multi-input cells | 46 | 35.34 |
| well taps | 67 | 8.579 |
| flip-flops and latches | 19 | 48.66 |
## cells by family (layout without fill, tap and decap cells)
| logic type | Yosys count | in the layout |
|---|---|---|
| buffers and inverters | 2 | 8 |
| adders and majority gates | 1 | 1 |
| DFF | 19 | 19 |
| and+or+nand+nor | 28 | 28 |
| xor gates and xnor gates | 17 | 17 |
## power groups by stage
stage / logic [mW] / clock network, mW / registers [mW]
finish: 0.00632 / 0.181 / 0.274
global route: 0.00783 / 0.201 / 0.274
CTS: 0.00697 / 0.188 / 0.274
## worst paths after layout
kind                        startpoint     endpoint  slack (ns)
hold reg to reg            clk_div[18]  clk_div[18]        0.47
min in group asynchronous        Reset  clk_div[14]        0.72
max in group asynchronous        Reset  clk_div[17]        1.65
setup / recovery           clk_div[18]       clk190        1.16
hold / removal             clk_div[18]  clk_div[18]        0.47
setup reg to reg            clk_div[0]  clk_div[16]        1.26
Power is estimated from default activity; no workload was simulated.
